[design/flow/design.v]
module alu
	# ( parameter MAX_WIDTH = 8 )(
	input		wire							clk,
	input		wire							rst,
	input		wire	[MAX_WIDTH-1:0]	busA,
	input		wire	[MAX_WIDTH-1:0]	busB,
	input		wire	[2:0]					selop,
	input		wire	[1:0]					shamt,
	input		wire							enaf,
	output	wire	[MAX_WIDTH-1:0]	busC,
	output	wire							C,
	output	wire							N,
	output	wire							P,
	output	wire							Z
);
	wire	carry;
	wire	[MAX_WIDTH-1:0]	dataa;
	processing_unit	#( .N(MAX_WIDTH) ) procUnit (
		.dataa(busA),
		.datab(busB),
		.selop(selop),
		.res(dataa),
		.cout(carry)
	);
	shift_unit	#( .N(MAX_WIDTH) ) shiftUnit (
		.shamt(shamt),
		.dataa(dataa),
		.dataout(busC)
	);
	flag_register	#( .MAX_WIDTH(MAX_WIDTH) ) flagReg (
		.clk(clk),
		.rst(rst),
		.enaf(enaf),
		.dataa(dataa),
		.carry(carry),
		.C(C),
		.N(N),
		.Z(Z),
		.P(P)
	);
endmodule 
module ir
	#(	parameter		DATA_WIDTH = 4)
	(	input		wire	clk,
		input		wire	ena,
		input		wire	rst,
		input		wire	sclr,
		input		wire	[DATA_WIDTH-1:0]	d,
		output	wire	[DATA_WIDTH-4:0]	q
	);
	reg	[DATA_WIDTH-1:0] q1;
	always @(posedge clk, posedge rst) begin
		if (rst) begin
			q1 <= {DATA_WIDTH{1'b0}};
		end else if (sclr) begin
			q1 <= {DATA_WIDTH{1'b0}};
		end else if (ena) begin
			q1 <= d;
		end
	end
	assign	q = {q1[7:3]};
endmodule
module mar
	#(	parameter		DATA_WIDTH = 4)
	(	input		wire	clk,
		input		wire	ena,
		input		wire	rst,
		input		wire	sclr,
		input		wire	[DATA_WIDTH-1:0]	d,
		output	wire	[DATA_WIDTH-1:0]	q
	);
	reg	[DATA_WIDTH-1:0] q1;
	always @(posedge clk, posedge rst) begin
		if (rst) begin
			q1 <= {DATA_WIDTH{1'b0}};
		end else if (sclr) begin
			q1 <= {DATA_WIDTH{1'b0}};
		end else if (ena) begin
			q1 <= d;
		end
	end
	assign	q = q1;
endmodule
module mdr
	#(	parameter		DATA_WIDTH = 4)
	(	input		wire	clk,
		input		wire	rst,
		input		wire	mdr_en,
		input		wire	mdr_alu_n,
		input		wire	[DATA_WIDTH-1:0]	bus_alu,
		input		wire	[DATA_WIDTH-1:0]	bus_data_in,
		output	wire	[DATA_WIDTH-1:0]	bus_c,
		output	wire	[DATA_WIDTH-1:0]	bus_data_out
	);
	reg	[DATA_WIDTH-1:0]	q1, q2;
	always @(posedge clk, posedge rst) begin
		if (rst) begin
			q1 <= {DATA_WIDTH{1'b0}};
		end else if (mdr_en) begin
			q1 <= bus_data_in;
		end
	end
	always @(posedge clk, posedge rst) begin
		if (rst) begin
			q2 <= {DATA_WIDTH{1'b0}};
		end else if (mdr_en) begin
			q2 <= bus_alu;
		end
	end
	assign	bus_data_out = q2;
	assign	bus_c =	mdr_alu_n ? q1 : bus_alu ;
endmodule
module add_subs
	# ( parameter N = 4 )(
	input		wire	[N-1:0]	a,
	input		wire	[N-1:0]	b,
	input		wire				add_sub,
	output	wire	[N-1:0]	res,
	output	wire				cout
);
	wire [N-1:0] add_nsub_vector;
	wire [N-1:0] bxor;
	assign add_nsub_vector = {N{add_sub}};
	assign bxor = b ^ add_nsub_vector;
	nbit_adder #( .N(N) ) adder_inst (
	.a(a),
	.b(bxor),
	.cin(add_sub),
	.sum(res),
	.cout(cout) );
endmodule
module flag_register
	# ( parameter MAX_WIDTH = 8 )(
	input		wire							clk,
	input		wire							rst,
	input		wire							enaf,
	input		wire	[MAX_WIDTH-1:0]	dataa,
	input		wire							carry,
	output	reg							C,
	output	reg							N,
	output	reg							Z,
	output	reg							P
);
	initial begin
		C = 1'b0;
		N = 1'b0;
		P = 1'b0;
		Z = 1'b0;
	end
	always @(posedge clk, posedge rst) begin
		if (rst) begin
			C <= 1'b0;
			N <= 1'b0;
			P <= 1'b0;
			Z <= 1'b0;
		end else if (enaf) begin
			C <= carry;
			N <= dataa[MAX_WIDTH-1];
			P <= ~(dataa[3] ^ dataa[2] ^ dataa[1] ^ dataa[0]);
			Z <= (dataa == 0) ? 1'b1 : 1'b0;
		end
	end
endmodule 
module full_adder (
	input		wire	a,
	input		wire	b,
	input		wire	cin,
	output	wire	sum,
	output	wire	cout
);
	assign sum = a^b^cin;  
	assign cout = (a & b)|(a & cin)|(b & cin);  
endmodule 
module memory_system
	# ( parameter DATA_WIDTH = 8 )(
	input		wire							clk,
	input		wire							rst,
	input		wire							ir_sclr,
	input		wire							mar_sclr,
	input		wire	[2:0]					busB_addr,
	input		wire	[2:0]					busC_addr,
	input		wire	[2:0]					selop,
	input		wire	[1:0]					shamt,
	input		wire							mdr_alu_n,
	input		wire							enaf,
	input		wire							ir_en,
	input		wire							mar_en,
	input		wire							mdr_en,
	input		wire							bank_wr_en,
	input		wire	[DATA_WIDTH-1:0]	bus_data_in,
	output	wire	[DATA_WIDTH-1:0]	PC_m, SP_m, DPTR_m, A_m, AVI_m, TEMP_m, CTE1_m, ACC_m,
	output	wire	[DATA_WIDTH-4:0]	opcode,
	output	wire	[DATA_WIDTH-1:0]	addr_bus,
	output	wire	[DATA_WIDTH-1:0]	bus_data_out,
	output	wire							C,
	output	wire							N,
	output	wire							P,
	output	wire							Z
);
	wire	[DATA_WIDTH-1:0]	busA, busB, busC, bus_alu;
	assign	ACC_m			= busA;
	mdr	#( .DATA_WIDTH(DATA_WIDTH)	) MDR (
		.clk(clk),
		.rst(rst),
		.mdr_en(mdr_en),
		.mdr_alu_n(mdr_alu_n),
		.bus_alu(bus_alu),
		.bus_data_in(bus_data_in),
		.bus_c(busC),
		.bus_data_out(bus_data_out)
	);
	register_bank	#( .DATA_WIDTH(DATA_WIDTH)	) RB (
		.clk(clk),
		.wr_en(bank_wr_en),
		.w_addr(busC_addr),
		.r_addr(busB_addr),
		.w_data(busC),
		.busA(busA),
		.busB(busB),
		.PC(PC_m),
		.SP(SP_m),
		.DPTR(DPTR_m),
		.A(A_m),
		.AVI(AVI_m),
		.TEMP(TEMP_m),
		.CTE1(CTE1_m)
	);
	ir	#( .DATA_WIDTH(DATA_WIDTH)	) IR (
		.clk(~clk),
		.rst(rst),
		.sclr(ir_sclr),
		.ena(ir_en),
		.d(busC),
		.q(opcode)
	);
	mar	#( .DATA_WIDTH(DATA_WIDTH)	) MAR (
		.clk(clk),
		.rst(rst),
		.sclr(mar_sclr),
		.ena(mar_en),
		.d(busC),
		.q(addr_bus)
	);
	alu	#( .MAX_WIDTH(DATA_WIDTH)	) ALU (
		.clk(clk),
		.rst(rst),
		.busA(busA),
		.busB(busB),
		.selop(selop),
		.shamt(shamt),
		.enaf(enaf),
		.busC(bus_alu),
		.C(C),
		.N(N),
		.P(P),
		.Z(Z)
	);
endmodule 
module nbit_adder
	#( parameter N = 4 )(
	input		wire	[N-1:0]	a,
	input		wire	[N-1:0]	b,
	input		wire				cin,
	output	wire	[N-1:0]	sum,
	output	wire				cout
);
	wire [N-1:0] carry;
	genvar i;
	generate
		for ( i = N-1; i >= 0; i = i-1 ) begin: adder_gen
			if ( i == 0 ) begin: bit_0
				full_adder U0 ( .a(a[i]), .b(b[i]), .cin(cin), .sum(sum[i]), .cout(carry[i]) );
			end else begin: bit_i
				full_adder UI ( .a(a[i]), .b(b[i]), .cin(carry[i-1]), .sum(sum[i]), .cout(carry[i]) );
			end
		end
	endgenerate
	assign cout = carry[N-1];
endmodule 
module processing_unit 
	# ( parameter N = 8 )(
	input		wire	[N-1:0]	dataa,
	input		wire	[N-1:0]	datab,
	input		wire	[2:0]		selop,
	output	reg	[N-1:0]	res,
	output	wire				cout
);
	wire [N-1:0] zeros;
	wire [N-1:0] not_b;	
	wire [N-1:0] a_and_b;
	wire [N-1:0] a_or_b;
	wire [N-1:0] a_xor_b;
	wire [N-1:0] a_plus_b;
	wire [N-1:0] b_plus_1;
	wire [N-1:0] neg_b;
	wire c_add, c_plus1, c_negB;
	assign zeros	= {N{1'b0}};
	assign not_b	= ~datab;
	assign a_and_b	= dataa & datab;
	assign a_or_b	= dataa | datab;
	assign a_xor_b	= dataa ^ datab;
	add_subs #( .N(N) ) AplusB (
		.a(dataa),
		.b(datab),
		.add_sub(1'b0),
		.res(a_plus_b),
		.cout(c_add)
	);
	add_subs #( .N(N) ) Bplus1 (
		.a({zeros[N-1:1], 1'b1}),
		.b(datab),
		.add_sub(1'b0),
		.res(b_plus_1),
		.cout(c_plus1)
		);
	add_subs #( .N(N) ) negB   (
		.a(zeros),
		.b(datab),
		.add_sub(1'b1),
		.res(neg_b),
		.cout(c_negB)
	);
	always @(*) begin
		case (selop)
			3'b000:	res = datab;
			3'b001:	res = not_b;
			3'b010:	res = a_and_b;
			3'b011:	res = a_or_b;
			3'b100:	res = a_xor_b;
			3'b101:	res = a_plus_b;
			3'b110:	res = b_plus_1;
			default: res = neg_b;
		endcase
	end
	assign cout =	(selop[1:0] == 2'b01) ? c_add		:
						(selop[1:0] == 2'b10) ? c_plus1	:
						(selop[1:0] == 2'b11) ? c_negB	: 1'b0 ;
endmodule 
module register_bank
	#(	parameter	DATA_WIDTH = 4)
	(	input		wire	clk,
		input		wire	wr_en,
		input		wire	[2:0] w_addr, r_addr,
		input		wire	[DATA_WIDTH-1:0] w_data,
		output	wire	[DATA_WIDTH-1:0] busA, busB, PC, SP, DPTR, A, AVI, TEMP, CTE1
	);
	reg [DATA_WIDTH-1:0] array_reg [7:0];
	initial begin
		array_reg[0] = 8'b00000000;
		array_reg[1] = 8'b00000000;
		array_reg[2] = 8'b00000000;
		array_reg[3] = 8'b00000000;
		array_reg[4] = 8'b00000000;
		array_reg[5] = 8'b00000000;
		array_reg[6] = 8'b00000000;
		array_reg[7] = 8'b00000000;
	end
	always @(posedge clk) begin
		if (wr_en) begin 
			array_reg[w_addr] <= w_data;
		end
	end
	assign	busB	=	array_reg[r_addr];
	assign	busA	=	array_reg[3'b111];
	assign	PC		=	array_reg[3'b000];
	assign	SP		=	array_reg[3'b001];
	assign	DPTR	=	array_reg[3'b010];
	assign	A		=	array_reg[3'b011];
	assign	AVI	=	array_reg[3'b100];
	assign	TEMP	=	array_reg[3'b101];
	assign	CTE1	=	array_reg[3'b110];
endmodule
module shift_unit
	# ( parameter N = 8 )(
	input		wire	[1:0]		shamt,
	input		wire	[N-1:0]	dataa,
	output	reg	[N-1:0]	dataout
);
	always @* begin
		case (shamt)
			2'b00:	dataout = dataa;
			2'b01:	dataout = {1'b0, dataa[N-1:1]};
			2'b10:	dataout = {dataa[N-2:0], 1'b0};
			default:	dataout = {N{1'b0}};
		endcase
	end
endmodule
[design/flow/config.mk]
export PLATFORM = sky130hd
export DESIGN_NAME = memory_system
export DESIGN_NICKNAME = memory_system
export VERILOG_FILES = /design/flow/design.v
export SDC_FILE = /design/flow/constraint.sdc
export NUM_CORES = 4
export LEC_CHECK = 1
export CORE_UTILIZATION = 30
[design/flow/constraint.sdc]
current_design memory_system

set clk_period 8.5
set clk_io_pct 0.2

create_clock -name clk0 -period $clk_period [get_ports {clk}]

set non_clock_inputs [all_inputs -no_clocks]
set_input_delay [expr $clk_period * $clk_io_pct] -clock clk0 $non_clock_inputs
set_output_delay [expr $clk_period * $clk_io_pct] -clock clk0 [all_outputs]
[design/flow/run.sh]
#!/bin/bash
# OpenROAD 26Q1-2900-gdf79404cd8, Yosys 0.63+post, stock flow scripts
make -C /OpenROAD-flow-scripts/flow DESIGN_CONFIG=/design/flow/config.mk WORK_HOME=/design/flow/orfs finish
==> run summary <==
synthesis-to-layout area growth -> 48.05%
power density over the cells -> 152.4 nW/µm²
Non-Filler Instances -> 920
Req. time, crit path -> 4.42 ns
Critical Path Source Type -> input pin
dpl ws -> -3.025 ns
Critical Path Source -> busB_addr[0]
Arr. time, crit path -> 6.69 ns
IR drop worst, VDD -> 0.09644 mV
Sink Count -> 97
first-pass GRT wire length -> 26310 µm
Slew Limit Fails -> 0
Setup crit end kind -> register
Die X -> 137.4 µm
max-cap violations -> 0
violated checks -> negative setup slack
vias in the first global route -> 4888
Synth Register Bits -> 97
Reg2Reg Setup Slack -> -0.99 ns
largest net degree at the start of global routing -> 36
Num CTS Buffers -> 9
WL final -> 16790 µm
WL met1 -> 7484 µm
H-tree levels -> 3
final RePlAce weighted congestion -> 0.9409
routed wl met3 -> 1119 µm
Clk network pwr share -> 0.312
final hold slack -> 0.5175 ns
Area leader share -> 0.3496
switching share of total power -> 0.2749
critical path peak fanout -> 5
Final HPWL DP -> 12860 µm
area leader, netlist -> edfxtp_1
First-pass DRT Iterations -> 5
switching power total -> 341.0 µW
library cells used by synthesis -> 58
DRC Markers -> 0
FFs w/ async S/R, synth -> 0.3402
Commonest flop -> edfxtp_1
cells along the critical path -> buf_8 > buf_12 > mux4_2 > mux2i_4 > inv_2 > ha_4 > inv_2 > fa_2 > fa_2 > fa_2 > fa_2 > fa_2 > fa_2 > inv_2 > fa_1 > mux4_2 > a22o_1 > a211o_1 > a222oi_1 > a211oi_1
WL/cell -> 18.25 µm
n_diodes -> 0
Worst path depth -> 20
Max Used Layer -> met4
Worst R2R Start -> RB.array_reg[1][0]
CTS tree -> done
most common cell in the synthesized netlist -> edfxtp_1
clock root buffer master -> clkbuf_16
yosys warns -> 7
antenna violation net count after detailed routing -> 0
Mapped Avg Cell Area -> 11.65 µm²
Crit path top cell by count -> fa_2
Die Ht -> 137.4 µm
Die ar. -> 18870 µm²
YS chip area -> 5497 µm²
RSZ-0062 raised after global routing -> yes
Setup Viol. Count Final -> 5
Via-to-Cell Ratio -> 5.038
initial drt markers -> 357
run status -> finished with violations
Post-Syn Instances -> 472
CP top delay family -> adder cells
internal power -> 899.5 µW
sequential share of power -> 0.449
DR vias -> 4635
port buffer count -> 117
clock slew at reported path FFs -> 0.07 ns
Largest stage delay, worst path -> 0.46 ns
Fin. Hold Viols -> 0
num ports -> 118
initial antenna violation count -> 0
cell total after placement -> 893
slowest CP cell -> mux4_2
overall power -> 1.241 mW
max FFs per register -> 64
ys cells -> 472
combinational fraction of design power -> 0.240
metal2 WL -> 7812 µm
floorplan utilization -> 0.3060
Cell area leaders -> edfxtp_1 (35%), dfrtp_1 (13%), ha_1 (7.1%)
GRT Overall Usage -> 0.1925
worst-margin pin slew -> 0.8648 ns
Setup crit end -> IR.q1[6]
Congestion Overflow GR -> 0
Mapped Area -> 5497 µm²
Register-to-Register Path Depth -> 18
leakage power -> 3.316 nW
post-synthesis sequential area ratio -> 0.4999
final worst clock skew -> 0.008811 ns
relative slew slack -> 0.4069
reg-to-reg endpoint -> IR.q1[6]
Fill cells -> 1588
top cells by count -> edfxtp_1 (64), nor2_1 (32), ha_1 (31)
core area -> 17960 µm²
WP buf/inv -> 5
clk buf depth -> 2
Hold Crit Class -> register to register
post-route setup slack -> -2.276 ns
EDFF count, synth -> 64
Log Warnings -> 37
critical path class -> input pin to register
row count -> 49
layout cells sized above 1 -> 0.2865
clk ins delay skew pair -> 0.35 ns
power groups by stage:
| stage | logic, mW | registers, mW | clock network (mW) |
|---|---|---|---|
| CTS | 0.288 | 0.557 | 0.391 |
| finish | 0.298 | 0.556 | 0.386 |
| global route | 0.328 | 0.559 | 0.410 |
worst min path at each step:
stage	start	endpoint	slack, ns	cells after the start
4_1_cts	MDR.q1[4]	MDR.q1[4]	0.52	1
5_1_grt	MDR.q1[4]	MDR.q1[4]	0.54	1
6_report	MDR.q1[4]	MDR.q1[4]	0.52	1
layer usage:
layer / GRT usage / up-vias
met2: 0.2969 / 158
met5: 0 / -
met1: 0.2792 / 2273
li1: - / 2184
met3: 0.06006 / 20
met4: 0.03480 / 0
stage by stage:
step / util / TNS (ns) / instance area, µm²
2_1_floorplan: - / -7.723 / 5548
3_3_place_gp: 0.4250 / -11.12 / 7634
3_5_place_dp: 0.4250 / -11.39 / 7634
4_1_cts: 0.4470 / -7.764 / 8029
5_1_grt: 0.4530 / -8.118 / 8138
6_report: 0.4530 / -7.510 / 8138
timing repair:
action	CTS	global route
gates cloned	1	0
resized	17	16
buffers inserted	7	5
setup endpoints to repair	5	5
endpoints found under the hold margin	0	0
hold buffers	0	0
pin swaps	9	16
final cells by class:
type | instances | area, µm² | share of cell area
flip-flops and latches | 97 | 2748 | 0.3376
multi-input cells | 317 | 2611 | 0.3209
repair buffers | 234 | 2112 | 0.2595
well taps | 229 | 286.5 | 0.03521
clock buffers | 9 | 225.2 | 0.02768
inverters | 28 | 105.1 | 0.01292
clock inverters | 6 | 50.05 | 0.006150
cells in the final DEF (no fill, tap or decap), types with 11 or more instances in the layout:
master / synthesis / layout
dfrtp_1: 28 / 28
nor2_1: 32 / 32
nor2b_1: 16 / 16
o21ai_0: 15 / 14
ha_1: 31 / 28
clkdlybuf4s50_1: 0 / 114
nand2b_1: 11 / 11
edfxtp_1: 64 / 64
inv_1: 28 / 25
mux2i_1: 16 / 15
mux2_2: 24 / 24
a21oi_1: 18 / 16
nand2_1: 28 / 27
buf_4: 8 / 112
worst reg2reg max path, cell delays in order (launching register included):
cell,delay [ns]
edfxtp_1,0.38
mux4_2,0.29
mux2i_4,0.08
inv_2,0.08
ha_4,0.14
inv_2,0.03
fa_2,0.33
fa_2,0.38
fa_2,0.35
fa_2,0.35
fa_2,0.35
fa_2,0.34
inv_2,0.06
fa_1,0.37
mux4_2,0.46
a22o_1,0.22
a211o_1,0.28
a222oi_1,0.42
a211oi_1,0.15
logic make-up (layout without fill, tap and decap cells):
family                     count (synthesis)  count (layout)  share of synthesized area
AOI/OAI and AO/OA                        109             109                     0.1389
adders and majority gates                 38              38                    0.09606
buffers and inverters                     58             277                    0.05031
DFF                                       97              97                     0.4999
muxes                                     46              46                     0.1020
and+or+nand+nor                          124             124                     0.1129
No activity file was given, so power comes from the tool's default toggle rates.
